==> design/flow/design.v <==
module master (
    input  wire SPI_CLK,
    input  wire reset,
    output reg  SPI_CSB,
    output reg  SPI_SDI
);
    reg [59:0] shift_reg;
    reg [5:0]  bit_count;
    reg [2:0]  rom_addr;
    wire [59:0] rom_data;
    spi_rom rom_inst (.addr(rom_addr), .data(rom_data));
    localparam IDLE = 2'd0,
               LOAD = 2'd1,
               SHIFT = 2'd2;
    reg [1:0] state;
    always @(negedge SPI_CLK or posedge reset) begin
        if (reset) begin
            state     <= IDLE;
            SPI_CSB   <= 1'b1;
            SPI_SDI   <= 1'b0;
            bit_count <= 6'd0;
            rom_addr  <= 3'd0;
            shift_reg <= 60'd0;
        end else begin
            case (state)
            IDLE: begin
                SPI_CSB <= 1'b1;
                state   <= LOAD;
            end
            LOAD: begin
                shift_reg <= rom_data;
                bit_count <= 6'd59;
                SPI_CSB   <= 1'b0;
                SPI_SDI   <= rom_data[59]; 
                state     <= SHIFT;
            end
            SHIFT: begin
                if (bit_count != 0) begin
                    bit_count <= bit_count - 1'b1;
                    SPI_SDI   <= shift_reg[bit_count - 1'b1];
                end else begin
                    SPI_CSB  <= 1'b1;      
                    rom_addr <= rom_addr + 1'b1;
                    state    <= IDLE;
                end
            end
            default: state <= IDLE;
            endcase
        end
    end
endmodule
module spi_rom (
    input  wire [2:0] addr,
    output reg  [59:0] data
);
always @(*) begin
    case (addr)
        3'd0: data = 60'hAA5_123456789ABC;
        3'd1: data = 60'h123_000000000001;
        3'd2: data = 60'h456_000000000002;
        3'd3: data = 60'h789_000000000003;
        3'd4: data = 60'hABC_000000000004;
        3'd5: data = 60'hDEF_000000000005;
        3'd6: data = 60'h111_222233334444;
        3'd7: data = 60'hFFF_FFFFFFFFFFFF;
        default: data = 60'd0;
    endcase
end
endmodule
==> design/flow/run.sh <==
#!/bin/bash
# OpenROAD 26Q1-2900-gdf79404cd8, Yosys 0.63+post, stock flow scripts
make -C /OpenROAD-flow-scripts/flow DESIGN_CONFIG=/design/flow/config.mk WORK_HOME=/design/flow/orfs finish
==> design/flow/config.mk <==
export PLATFORM = sky130hd
export DESIGN_NAME = master
export DESIGN_NICKNAME = master
export VERILOG_FILES = /design/flow/design.v
export SDC_FILE = /design/flow/constraint.sdc
export NUM_CORES = 4
export LEC_CHECK = 1
export CORE_UTILIZATION = 40
==> design/flow/constraint.sdc <==
current_design master

set clk_period 3.8
set clk_io_pct 0.2

create_clock -name clk0 -period $clk_period [get_ports {SPI_CLK}]

set non_clock_inputs [all_inputs -no_clocks]
set_input_delay [expr $clk_period * $clk_io_pct] -clock clk0 $non_clock_inputs
set_output_delay [expr $clk_period * $clk_io_pct] -clock clk0 [all_outputs]
==> flow_summary.json <==
{
  "finalSetupTns_ps": 0,
  "core_area_um2": 4820,
  "power_density_nw_per_um2": 336,
  "dieHeight_um": 73.5,
  "ys_warn_count": 2,
  "outcome": "finished clean",
  "yosysMostFrequentCell": "dfrtn_1",
  "tightest_slew_ps": 795,
  "synthArstFlopShare_pct": 100,
  "vias_per_cell": 5.25,
  "synth_top_flop_cell": "dfrtn_1",
  "grt_pass1_wl_um": 7000,
  "die_width_um": 73.5,
  "critical_path_class": "flop to output pin",
  "min_path_type": "flop to flop",
  "hold_ws_ps": 430,
  "cts_tree": "done",
  "synth_cells": 211,
  "cp.required_ps": 3040,
  "r2r_slack_ps": 980,
  "vias": 1486,
  "firstDrtPassIters": 4,
  "path_clk_slew_ps": 50,
  "warning_count": 33,
  "start_kind": "flop",
  "root_buffer": "clkbuf_8",
  "final_antenna_net_count": 0,
  "crit_family": "flip-flops",
  "gr-total-overflow": 0,
  "setup_viol": 0,
  "cp_max_fo": 2,
  "drive_gt1_share_pct": 14.8,
  "diodes": 0,
  "syn_area_per_cell_um2": 9.68,
  "crit_buf_inv": 1,
  "antenna_found_initial": 0,
  "area_leaders": "dfrtn_1 38%, ha_1 5.5%, a21oi_1 4.2%, nand2_1 3.5%, nor2_1 3.5%",
  "syn2layout_area_growth_pct": 10.8,
  "cts_max_path_buffers": 2,
  "yosys_area_um2": 2040,
  "die_area_um2": 5390,
  "ys_cells": 211,
  "fin_skew_ps": 51.2,
  "wl_um": 4030,
  "drc_errors": 0,
  "crit_slowest_cell": "dfstp_2",
  "track_usage_pct": 17.7,
  "grt_max_degree": 36,
  "top_area_cell": "dfrtn_1",
  "h-tree-depth": 2,
  "io_pins": 4,
  "cts_buffers": 5,
  "synth.cells.most_frequent": "31 x dfrtn_1, 19 x nand2_1, 19 x nor2_1",
  "leakagePower_uw": 0.000990,
  "ir_worst_vdd_uv": 251,
  "crit_arrival_ps": 2950,
  "first_iter_violations": 102,
  "post-place-ws_ps": 176,
  "final_max_slew_viol_count": 0,
  "portBuffers": 3,
  "wl_per_cell_um": 14.2,
  "syn_area_um2": 2040,
  "postPlaceCellArea_um2": 2120,
  "largest_reg_flops": 19,
  "fin_area_um2": 2260,
  "core_util_floorplan_pct": 42.4,
  "hold_viol": 0,
  "clkLatencyLatePin_ps": 340,
  "yosysTopAreaCellShare_pct": 38.0,
  "edf_count": 0,
  "nFillCells": 474,
  "rsz0062_at_grt": "false",
  "synth.distinct_cells": 47,
  "ys.flops": 33,
  "setup_ws_ps": 87.6,
  "place.gp.congestion": 0.837,
  "rows": 25,
  "crit_path_end_kind": "output pin",
  "cts.sink_count": 33,
  "yosysSeqAreaShare_pct": 40.6,
  "relSlewSlack_pct": 46.7,
  "grt_pass1_vias": 1337,
  "path_cells": "dlygate4sd2_1",
  "dp_hpwl_um": 2850,
  "critPathMaxStageDelay_ps": 510,
  "fin_util_pct": 47.0,
  "maxCapViolCount": 0
}
## through the flow
stage | power [µW] | instances
after floorplan | 369 | 211
after global placement | 374 | 273
after detailed placement | 374 | 273
after CTS | 766 | 283
after global routing | 782 | 283
final | 760 | 283
## path summary, 6_finish.rpt
check,startpoint,endpoint,cells past startpoint
hold reg to reg,shift_reg[48],shift_reg[48],1
hold / removal,shift_reg[48],shift_reg[48],1
min in group asynchronous,reset,state[2],3
max in group asynchronous,reset,state[0],3
setup / recovery,SPI_CSB,SPI_CSB,1
setup reg to reg,bit_count[0],SPI_SDI,8
## placed cells by master, fill, tap and decap left out, types with 2 or more instances in the layout
master	netlist	routed
xor2_2	2	2
dfstp_2	2	2
a31oi_1	6	6
nor2_1	19	19
or3_4	2	2
o22a_1	3	3
a211o_1	2	2
o221ai_1	2	2
bufinv_16	0	2
dfrtn_1	31	31
mux4_2	2	2
inv_2	3	3
clkbuf_8	0	5
mux2i_1	3	3
nor3_1	4	4
nand3_1	5	5
inv_1	13	14
nand4_1	2	2
nand2_1	19	19
mux2_2	2	2
o21ai_1	5	5
xnor2_1	3	3
ha_1	9	9
dlygate4sd2_1	0	2
buf_4	0	5
o211ai_1	2	2
nand2b_1	7	7
a21o_1	2	2
xor2_1	2	2
a21oi_1	17	17
o21ai_0	12	12
mux4_1	2	2
## cell families after synthesis
logic type | Yosys count | synth area share, %
mux | 10 | 8.09
compound gates | 59 | 19.2
xor+xnor | 8 | 5.09
buf+inv | 28 | 6.07
flops | 33 | 40.6
fa+ha+maj | 9 | 5.51
simple gates | 64 | 15.4
## routing by layer
metal | track usage [%] | share of wire [%] | vias up
li1 | - | - | 753
met1 | 31.8 | 52 | 701
met2 | 24.5 | 44 | 28
met3 | 2.36 | 3.0 | 4
met4 | 1.92 | 1.1 | 0
met5 | 0 | 0 | -
## where the power goes
part           switching, µW  internal (µW)
Clock                    135            262
Sequential                 0            353
Combinational           6.95           2.33
## area by class of cell
cell class / instances / area, µm² / share of cell area (%)
sequential: 33 / 828 / 36.6
timing repair buffer: 8 / 65.1 / 2.87
clock buffer: 5 / 68.8 / 3.04
tap: 67 / 83.8 / 3.70
multi-input combinational: 150 / 1090 / 48.1
clock inverter: 5 / 71.3 / 3.15
inverter: 15 / 56.3 / 2.49
## timing repair
action	4_1_cts	5_1_grt
setup buffers	1	0
hold buffers	0	0
endpoints found under the setup margin	2	0
resized	2	0
No activity file was given, so power comes from the tool's default toggle rates.
